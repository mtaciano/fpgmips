## ./config.mk

```make
export PLATFORM = sky130hd
export DESIGN_NAME = Registers
export DESIGN_NICKNAME = Registers
export VERILOG_FILES = /design/flow/design.v
export SDC_FILE = /design/flow/constraint.sdc
export NUM_CORES = 4
export LEC_CHECK = 1
export CORE_UTILIZATION = 50
```

## ./constraint.sdc

```tcl
current_design Registers

set clk_period 6.5
set clk_io_pct 0.2

create_clock -name clk0 -period $clk_period [get_ports {clock}]

set non_clock_inputs [all_inputs -no_clocks]
set_input_delay [expr $clk_period * $clk_io_pct] -clock clk0 $non_clock_inputs
set_output_delay [expr $clk_period * $clk_io_pct] -clock clk0 [all_outputs]
```

## ./design.v

```verilog
module Registers (
    clock,
    write_enable,
    address_l1,
    address_l2,
    address_e,
    data,
    output_rs,
    output_rd,
    output_rt
);
input wire clock;
input wire write_enable;
input wire [4:0] address_l1;  
input wire [4:0] address_l2;  
input wire [4:0] address_e;  
input wire [31:0] data;
output reg [31:0] output_rs;
output reg [31:0] output_rd;
output reg [31:0] output_rt;
reg [31:0] registers [31:0];
always @(posedge clock) begin
    if (write_enable) begin
        registers[address_e] <= data;
    end
end
always @(*) begin
    output_rd <= registers[address_e];
end
always @(address_l1) begin
    output_rs <= registers[address_l1];
end
always @(address_l2) begin
    output_rt <= registers[address_l2];
end
endmodule
```

## ./run.sh

```bash
#!/bin/bash
# OpenROAD 26Q1-2900-gdf79404cd8, Yosys 0.63+post, stock flow scripts
make -C /OpenROAD-flow-scripts/flow DESIGN_CONFIG=/design/flow/config.mk WORK_HOME=/design/flow/orfs finish
```

==> flow_metrics.tcl <==
# metrics dict for downstream scripts
set metrics [dict create \
    status "finished, final reports clean" \
    totalWireLength_mm 198.1 \
    p_int_mw 11.66 \
    p_switching_mw 3.825 \
    clk_path_buf_depth 3 \
    grt_first_pass_wirelength_mm 283.1 \
    finalCriticalPeriod_ns 5.666 \
    worstPathCellList "clkdlybuf4s50_1 > and3b_2 > buf_4 > a22oi_1 > nand4_1 > clkdlybuf4s50_1" \
    crit_path_start_kind "input pin" \
    ant_nets 0 \
    drv_cap 0 \
    power.leakage_nw 22.63 \
    cts_resized 0 \
    crit_top_cell "clkdlybuf4s50_1" \
    grt_max_degree 80 \
    end_kind "primary output" \
    seq_power_share_pct 47.8 \
    warning_count 26 \
    max-vdd-ir-drop_mv 0.2191 \
    fmax_ghz 0.1765 \
    path_class "input pin to primary output" \
    area_growth_pct 13.10 \
    finalHoldViolations 0 \
    grt_pass1_vias 41800 \
    grt_overflow 0 \
    clk_pin_slew_ns 0.06 \
    numSynthFlops 1024 \
    finalPower_mw 15.48 \
    critPathSlowestCell "clkdlybuf4s50_1" \
    clkPwrFrac_pct 40.1 \
    drive_gt1_share_pct 15.85 \
    io_buffers 144 \
    synthCells 3900 \
    cts.sinks 1024 \
    wire_per_inst_um 35.55 \
    critPathRequiredTime_ns 5.20 \
    worst_slack_ns 0.8344 \
    die_h_um 336.6 \
    ctsHtreeMaxLevel 3 \
    synth-async-reset-ratio_pct 0 \
    comb_power_share_pct 12.1 \
    dp_hpwl_mm 111.4 \
    core_mm2 0.1108 \
    drt-pass1-iter-count 6 \
    row_count 122 \
    worst_pin_slew_ns 1.003 \
    top_register "registers" \
    antenna_found_initial 7 \
    reg_top3 "registers (1024)" \
    postCtsHoldBufs 0 \
    avgSynthCellArea_um2 14.36 \
    gp_congestion 0.9618 \
    dieArea_mm2 0.1133 \
    final_cell_count_no_fill 5574 \
    place_inst 5368 \
    setup_violations 0 \
    numCtsBuffers 111 \
    worstPathArrival_ns 4.37 \
    critical_path.max_stage_delay_ns 0.85 \
    finalSetupTns_ns 0 \
    relSlewSlack_pct 32.90 \
    ys.warnings.count 1 \
    initial_core_util_pct 50.52 \
    dp_slack_ns 0.9526 \
    finalClockPeriodUsage_pct 87.16 \
    yosys_area_mm2 0.05599 \
    sw_frac_of_total_pct 24.71 \
    ioPinCount 145 \
    first_iter_violations 3004 \
    yosys.stat.seqShare_pct 54.92 \
    edf_count 1024 \
    rsz0062_at_grt "false" \
    cts_tree "yes" \
    hold_class "input pin to flop" \
    drv_slew 0 \
    path_max_fanout 15 \
    vias 39180 \
    cts_root_buffer "clkbuf_16" \
    largest_reg_flops 1024 \
    groute.usage.overall_pct 38.58 \
    p_per_area_mw_per_mm2 244.5 \
    post_cts_buffers 0 \
    ff_type "edfxtp_1" \
    synth_area_mm2 0.05599 \
    die_w_um 336.6 \
    viasPerCell 7.029 \
    hold_slack_ns 1.392 \
    synth_cell_type_count 30 \
    drc_errors 0 \
    ys_cells 3900 \
]
==> logic make-up (layout without fill, tap and decap cells) <==
group	after synthesis	in the layout	share of synthesized area, %
other	0	3	0
DFF	1024	1024	54.92
AOI/OAI and AO/OA	704	704	8.725
muxes	1280	1280	28.61
buffers and inverters	341	524	3.176
and+or+nand+nor	551	551	4.570
==> layout by cell type (no fill, tap or decap), types with 5 or more instances in the layout <==
| cell type | synthesis | routed |
|---|---|---|
| a21oi_1 | 192 | 192 |
| a22o_1 | 128 | 128 |
| a22oi_1 | 320 | 320 |
| a31oi_1 | 64 | 64 |
| buf_12 | 0 | 46 |
| buf_4 | 76 | 131 |
| bufinv_16 | 0 | 10 |
| clkbuf_1 | 158 | 21 |
| clkbuf_16 | 0 | 111 |
| clkdlybuf4s50_1 | 0 | 140 |
| clkinv_1 | 0 | 30 |
| clkinv_2 | 0 | 19 |
| clkinvlp_4 | 0 | 5 |
| edfxtp_1 | 1024 | 1024 |
| mux2i_1 | 1024 | 1024 |
| mux4_2 | 256 | 256 |
| nand2_1 | 197 | 195 |
| nand3_1 | 194 | 194 |
| nand4_1 | 32 | 32 |
| nor2_4 | 0 | 36 |
| nor3_1 | 65 | 64 |
==> routing by layer <==
layer  wire length, um  up-vias  track usage, %  part of all wire [%]
li1                  -    16150               -                     -
met2             85250     3210           51.67                    43
met3             36670      672           29.22                    19
met5               548        -           3.447                  0.28
met4             10730       26           15.71                   5.4
met1             64940    19130           48.56                    33
==> power groups by stage <==
stage	clock (mW)	combinational (mW)	sequential, mW
6_report	6.20	1.88	7.40
5_1_grt	6.51	1.97	7.41
4_1_cts	6.28	1.85	7.40
==> final cells by class <==
class / instances / area, um2
clock buffers: 132 / 2856
fillers: 8334 / 47500
multi-input cells: 2535 / 23800
flip-flops and latches: 1024 / 30750
diodes: 3 / 7.507
repair buffers: 321 / 3366
well taps: 1488 / 1862
clock inverters: 71 / 680.7
==> synthesized netlist by cell type, types with 37 or more instances <==
cell	count	area (um2)
a22o_1	128	1121
mux4_2	256	5766
a21oi_1	192	960.9
nand3_1	194	970.9
mux2i_1	1024	10250
nor2_1	37	138.9
a31oi_1	64	400.4
nand2_1	197	739.5
clkbuf_1	158	593.1
edfxtp_1	1024	30750
a22oi_1	320	2402
buf_2	74	370.4
nor3_1	65	325.3
buf_4	76	570.6
==> worst max-delay path, delay by kind of cell <==
kind | cells | cell delay (ns)
buffers and inverters | 3 | 1.83
AND-OR/OR-AND | 1 | 0.12
AND/OR/NAND/NOR | 2 | 1.10
==> final timing paths <==
check,from,end,slack (ns),depth (start not counted)
worst max-delay path,address_e[4],output_rd[9],0.83,6
worst min-delay path,data[6],registers[11][6]$_DFFE_PP_,1.39,2
==> through the flow <==
step / utilization [%] / instance area (um2)
after detailed placement: 53.94 / 59780
final: 57.14 / 63320
after CTS: 57.13 / 63310
after global routing: 57.13 / 63310
after global placement: 53.94 / 59780
after floorplan: - / 55990
Power is estimated from default activity; no workload was simulated.
